==> design.v <==
module SORT(
	input clk,
	input rst_n,
	input in_valid1,
	input in_valid2,
	input[4:0] in,
	input mode,
	input[1:0] op,
	output reg out_valid,
	output reg[4:0] out
);
	wire[4:0] stkTop,queTop;
	wire[54:0] stkRaw,queRaw,outRaw,outRawMask;
	wire[1:0] opStk,opQue;
	wire[4:0] max;
	wire[9:0] maxLocation;
	reg modeReg;
	reg[3:0] outCnt;
	reg[54:0] outReg;
	integer cnt;
	wire containerRst_n;
	assign containerRst_n=rst_n&&!(out_valid&&outCnt==1);
	assign outRaw=(out_valid?outReg:(modeReg?queRaw:stkRaw));
	assign opStk=(in_valid1&&modeReg==0)?op:2;
	assign opQue=(in_valid1&&modeReg==1)?op:2;
	Stack stk(clk,opStk,in,containerRst_n,stkTop,stkRaw);
	Queue que(clk,opQue,in,containerRst_n,queTop,queRaw);
	MaxFind kernel(outRaw,max,maxLocation);
	BitMask mask(maxLocation,maxLocation,outRaw,outRawMask);
	always@(posedge clk, negedge rst_n)begin
		if(!rst_n)begin
			out_valid<=0;
			out<=0;
			outCnt<=0;
			outReg<=0;
		end else if(in_valid2)
			modeReg<=mode;
		else if(in_valid1&&op==2)begin
			out<=max;
			outReg<=outRawMask;
			outCnt<=1;
			out_valid<=1;
		end else if(outCnt&&outCnt<10)begin
			out<=max;
			outReg[maxLocation*5+:5]<=0;
			out<=max;
			outCnt<=outCnt+1;
		end else if(outCnt==10)begin
			out_valid<=0;
			out<=0;
			outCnt<=0;
			outReg<=0;
		end
	end
endmodule
module BitMask(
	input[9:0] lower,
	input[9:0] upper,
	input[54:0] in,
	output[54:0] out
);
	genvar cnt;
	generate
		for(cnt=0;cnt<=54;cnt=cnt+1)begin:a
			assign out[cnt]=(lower*5<=cnt&&cnt<upper*5+5)?0:in[cnt];
		end
	endgenerate
endmodule
module MaxFind(
	input[11*5-1:0] in,
	output[4:0] out,
	output[9:0] idx
);
	wire[4:0] a,b,c,d,e,f,g,h,i,j;
	wire[9:0] A,B,C,D,E,F,G,H,I,J;
	assign {a,b,c,d,e}={
		in[0 +:5]>in[1*5+:5]?in[0+:5]:in[1*5+:5],
		in[2*5+:5]>in[3*5+:5]?in[2*5+:5]:in[3*5+:5],
		in[4*5+:5]>in[5*5+:5]?in[4*5+:5]:in[5*5+:5],
		in[6*5+:5]>in[7*5+:5]?in[6*5+:5]:in[7*5+:5],
		in[8*5+:5]>in[9*5+:5]?in[8*5+:5]:in[9*5+:5]
	};
	assign {A,B,C,D,E}={
		in[0+:5]>in[1*5+:5]?10'b0:10'b1,
		in[2*5+:5]>in[3*5+:5]?10'b10:10'b11,
		in[4*5+:5]>in[5*5+:5]?10'b100:10'b101,
		in[6*5+:5]>in[7*5+:5]?10'b110:10'b111,
		in[8*5+:5]>in[9*5+:5]?10'b1000:10'b1001
	};
	assign {f,g,h,i,j}={
		a>b?a:b,
		c>d?c:d,
		e>in[10*5+:5]?e:in[10*5+:5],
		f>g?f:g,
		i>h?i:h
	};
	assign {F,G,H,I,J}={
		a>b?A:B,
		c>d?C:D,
		e>in[10*5+:5]?E:10'b1010,
		f>g?F:G,
		i>h?I:H
	};
	assign out=j;
	assign idx=J;
endmodule
module Stack(
	input clk,
	input[1:0] mode,
	input[4:0] in,
	input rst_n,
	output[4:0] top,
	output reg[54:0] data
);
	assign top=data[4:0];	
	always@(posedge clk, negedge rst_n)begin
		if(!rst_n) data<=0;
		else case(mode)
		0: data<={5'b0,data[54:5]};
		1: data<={data[49:0],in};
		default: data<=data;
		endcase
	end
endmodule
module Queue(
	input clk,
	input[1:0] mode,
	input[4:0] in,
	input rst_n,
	output[4:0] top,
	output reg[54:0]data
);
	reg[8:0] size;
	assign top=data[4:0];
	always@(posedge clk, negedge rst_n)begin
		if(!rst_n)begin
			data<=0;
			size<=0;
		end else case(mode)
		0:begin
			data<={5'b0,data[54:5]};
			size<=size-5;
		end 1:begin
			data[size+:5]<=in;
			size<=size+5;
		end default:begin
			data<=data;
			size<=size;
		end
		endcase
	end
endmodule
==> run.sh <==
#!/bin/bash
# OpenROAD 26Q1-2900-gdf79404cd8, Yosys 0.63+post, stock flow scripts
make -C /OpenROAD-flow-scripts/flow DESIGN_CONFIG=/design/flow/config.mk WORK_HOME=/design/flow/orfs finish
==> config.mk <==
export PLATFORM = sky130hd
export DESIGN_NAME = SORT
export DESIGN_NICKNAME = SORT
export VERILOG_FILES = /design/flow/design.v
export SDC_FILE = /design/flow/constraint.sdc
export NUM_CORES = 4
export LEC_CHECK = 1
export CORE_UTILIZATION = 40
==> constraint.sdc <==
current_design SORT

set clk_period 8.5
set clk_io_pct 0.2

create_clock -name clk0 -period $clk_period [get_ports {clk}]

set non_clock_inputs [all_inputs -no_clocks]
set_input_delay [expr $clk_period * $clk_io_pct] -clock clk0 $non_clock_inputs
set_output_delay [expr $clk_period * $clk_io_pct] -clock clk0 [all_outputs]
==> run_results.csv <==
group,metric,value,unit
run_status,status,"finished, violations left",
run_status,violations,"setup timing",
flow_run,drv_cap,0,
synth,yosysWarnings,3,
synth,synth-main-ff-cell,"dfrtp_1",
placed_design,gp_congestion,0.9854,
synth,ys_seq_share,31.55,%
timing,finalClockSkew,17.69,ps
routing,viasPerCell,6.002,
routing,drt_drc_violations_left,0,
floorplan,boundaryPins,18,
min_path,whs_path_depth,1,
worst_setup_path,path_delay_family,"AND-OR/OR-AND gates",
min_path,min_path_type,"reg2reg",
clocking,path_clk_slew,70,ps
timing,setup_viol,14,
final_layout,lay_top_count,"buf_4",
worst_setup_path,slowest_stage,"or4b_4",
clocking,cts_sinks,185,
routing,detail_route.wl_per_cell,23.66,um
final_layout,final_cell_mix,"buf_4, nor2_1, dfrtp_1",
grt,grt_pass1_vias,14430,
placed_design,placed_area,17430,um2
routing,drtIter0Drc,1383,
timing,fmax,115.7,MHz
timing,final.setup.tns,-561.7,ps
floorplan,floorplan.core_util,41.00,%
routing,totalWireLength,60240,um
floorplan,die_x,193.6,um
grt,grt_pass1_wl,90350,um
timing,maxSlewViolCount,0,
synth,synth.avg_cell_area,8.152,um2
synth,top_cells_by_area,"dfrtp_1, mux2i_1, ha_1",
worst_setup_path,path_depth,41,
placed_design,placed_cells,2460,
final_layout,area_delta_synth_final,33.54,%
routing,drt_first_pass_iters,5,
worst_setup_path,required,8840,ps
placed_design,portBuffers,17,
timing,rsz0062_at_grt,"yes",
synth,ys_cells,1802,
routing,route.vias.total,15280,
flow_run,warning_count,35,
routing,ant_nets,0,
worst_setup_path,crit_path_max_incr_delay,510,ps
worst_setup_path,cp_max_fo,8,
synth,ys_types,93,
clocking,cts_tree,"done",
grt,grt_start_max_net_pins,99,
grt,grt_overflow,0,
synth,largest_area_cell,"dfrtp_1",
clocking,root_buffer,"clkbuf_16",
timing,period_used_share,101.6,%
clocking,cts_hold_buffers,0,
worst_setup_path,crit_top_cell,"o31ai_4",
clocking,clkLatencyLatePin,460,ps
synth,synthCells,1802,
timing,worst_slack,-139.5,ps
routing,n_antenna_cell,0,
floorplan,rows,69,
floorplan,die_h,193.6,um
clocking,cts_buffer_depth,2,
timing,tightest_slew,987.2,ps
synth,yosys_area,14690,um2
floorplan,chip_area,37490,um2
final_layout,finish.instance_area,19620,um2
worst_setup_path,crit_buf_inv,10,
timing,slew_headroom,34.12,%
placed_design,hpwlAfterDp,45750,um
final_layout,fin_util,54.75,%
worst_setup_path,start_kind,"flop",
grt,grt_use_total,32.90,%
worst_setup_path,critPathKind,"reg2reg",
clocking,numCtsBuffers,17,
grt,antenna_found_initial,2,
synth,top_cell_area_share,31.35,%
worst_setup_path,reg2regPathDepth,41,
synth,numSynthFlops,185,
floorplan,core,35830,um2
synth,async_reset_ff_share,99.46,%
worst_setup_path,arrival,8980,ps
worst_setup_path,end_kind,"flop",
timing,fin_crit,8640,ps
final_layout,layout.cells.non_filler,2546,
clocking,cts_max_level,4,
synth,synth-edff-count,1,
final_layout,drive_gt1_share,28.73,%
synth,syn-cell-area,14690,um2
timing,finalHoldViolations,0,
-- layer usage --
layer / vias to the layer above / part of all wire, % / GRT usage (%)
li1: 7195 / - / -
met1: 7427 / 45 / 50.36
met2: 601 / 42 / 45.89
met3: 56 / 11 / 12.25
met4: 2 / 1.7 / 5.215
met5: - / 0.027 / 0
-- synthesized netlist by cell type (9+ instances only) --
| master | n |
|---|---|
| and2_1 | 9 |
| a22oi_1 | 11 |
| a32o_1 | 19 |
| nor3_1 | 24 |
| a221oi_1 | 29 |
| o21ai_0 | 111 |
| o211ai_1 | 15 |
| a21o_1 | 28 |
| nand3_1 | 42 |
| a32oi_1 | 16 |
| a211oi_1 | 15 |
| xnor2_1 | 19 |
| nand2_1 | 192 |
| clkbuf_1 | 98 |
| and3_1 | 15 |
| a31oi_1 | 13 |
| nand4_1 | 18 |
| nor2_1 | 228 |
| mux2i_1 | 143 |
| o31ai_1 | 46 |
| a21oi_1 | 150 |
| inv_1 | 69 |
| dfrtp_1 | 184 |
| a22o_1 | 16 |
| buf_2 | 13 |
| o21ai_1 | 17 |
| ha_1 | 73 |
| nand2b_1 | 11 |
-- registers in the layout, indices dropped and copies added (netlist names) --
register and count:
outReg 55, que.data 55, stk.data 55, que.size 9, out 5, outCnt 4, modeReg 1, out_valid 1
-- cells by family (layout without fill, tap and decap cells) --
kind of cell / after synthesis / after routing / synth area share [%]
muxes: 150 / 150 / 10.36
xor gates and xnor gates: 23 / 23 / 1.371
and+or+nand+nor: 601 / 601 / 18.59
DFF: 185 / 185 / 31.55
buffers and inverters: 192 / 475 / 5.187
AOI/OAI and AO/OA: 577 / 577 / 26.59
adders and majority gates: 74 / 74 / 6.354
-- cell type report --
cell class / count / area (um2)
sequential: 185 / 4638
inverter: 73 / 286.5
clock buffer: 20 / 456.7
fill: 3137 / 16210
clock inverter: 12 / 105.1
timing repair buffer: 370 / 3100
tap: 461 / 576.8
multi-input combinational: 1425 / 10450
-- final timing paths --
path	slack, ps	end	start
worst min register to register	490	outReg[47]	outReg[47]
max in group asynchronous	5320	que.size[8]	rst_n
worst max-delay path	-140	outReg[52]	modeReg
min in group asynchronous	690	stk.data[30]	outCnt[3]
worst min-delay path	490	outReg[47]	outReg[47]
worst max register to register	-140	outReg[52]	modeReg
-- worst register-to-register path, delay by kind of cell (launching register included) --
| family | cells | cell delay, ps |
|---|---|---|
| AND-OR/OR-AND | 13 | 2630 |
| AND/OR/NAND/NOR | 8 | 1580 |
| adder cells (fa/ha/maj) | 6 | 1530 |
| buffers and inverters | 10 | 1300 |
| multiplexers | 4 | 1020 |
| flip-flops | 1 | 460 |
-- stage by stage --
step | hold slack, ps | setup slack [ps]
after global routing | 500.6 | -468.2
final | 486.6 | -139.5
after floorplan | 425.7 | -118.8
after CTS | 487.1 | 1.723
after global placement | 462.3 | -444.4
after detailed placement | 468.8 | -674.1
-- repair_timing --
action | CTS | global route
resized | 61 | 201
endpoints found under the setup margin | 54 | 55
pin swaps | 18 | 61
gates cloned | 1 | 1
buffers inserted | 17 | 39
