$ cat flow/config.mk
export PLATFORM = sky130hd
export DESIGN_NAME = Online_test2
export DESIGN_NICKNAME = Online_test2
export VERILOG_FILES = /design/flow/design.v
export SDC_FILE = /design/flow/constraint.sdc
export NUM_CORES = 4
export LEC_CHECK = 1
export CORE_UTILIZATION = 30
$ cat flow/constraint.sdc
current_design Online_test2

set clk_period 6.9
set clk_io_pct 0.2

create_clock -name clk0 -period $clk_period [get_ports {clk}]

set non_clock_inputs [all_inputs -no_clocks]
set_input_delay [expr $clk_period * $clk_io_pct] -clock clk0 $non_clock_inputs
set_output_delay [expr $clk_period * $clk_io_pct] -clock clk0 [all_outputs]
$ cat flow/design.v
module Online_test2(
	input clk,
	input rst_n,
	input in_valid1,
	input in_valid2,
	input[5:0] in,
	input[3:0] mode,
	output reg out_valid,
	output reg[5:0] out
);
	reg proc; 
	reg[63:0] traversed;
	reg[53:0] map;  
	reg[39:0] modeArr;
	always@(posedge clk, negedge rst_n)begin
		if(!rst_n)begin
			map<=0;
			modeArr<=0;
			proc<=0;
			out_valid<=0;
			out<=0;
			traversed<=0;
		end else if(!proc)begin
			if(in_valid1)
				if(in==0) proc<=1;
				else if(!traversed[in])begin
					map <= {in,map[53:6]};
					traversed[in]<=1;
				end else map<=map;
			else map<=map;
			if(in_valid2)
				modeArr<={mode,modeArr[39:4]};
			else modeArr<=modeArr;
		end else begin
			if(!modeArr&&map)begin
				out_valid<=1;
				out<= map[5:0];
				map<=(map>>6);
			end else if(out_valid)begin
				out_valid<=0;
				map<=0;
				modeArr<=0;
				proc<=0;
				out<=0;
				traversed<=0;
			end else begin
				case(modeArr[3:0])
				1:{map[5:0],map[11:6]}<={map[11:6],map[5:0]};
				2:{map[11:6],map[17:12]}<={map[17:12],map[11:6]};
				3:{map[5:0],map[23:18]}<={map[23:18],map[5:0]};
				4:{map[11:6],map[29:24]}<={map[29:24],map[11:6]};
				5:{map[17:12],map[35:30]}<={map[35:30],map[17:12]};
				6:{map[23:18],map[29:24]}<={map[29:24],map[23:18]};
				7:{map[29:24],map[35:30]}<={map[35:30],map[29:24]};
				8:{map[23:18],map[41:36]}<={map[41:36],map[23:18]};
				9:{map[29:24],map[47:42]}<={map[47:42],map[29:24]};
				10:{map[35:30],map[53:48]}<={map[53:48],map[35:30]};
				11:{map[41:36],map[47:42]}<={map[47:42],map[41:36]};
				12:{map[47:42],map[53:48]}<={map[53:48],map[47:42]};
				default:map<=map;
				endcase
				modeArr<=(modeArr>>4);
			end
		end
	end
endmodule
$ cat flow/run.sh
#!/bin/bash
# OpenROAD 26Q1-2900-gdf79404cd8, Yosys 0.63+post, stock flow scripts
make -C /OpenROAD-flow-scripts/flow DESIGN_CONFIG=/design/flow/config.mk WORK_HOME=/design/flow/orfs finish
==> changes_impl.md <==
### Implementation results

- Synth unique cells: about 62
- RR Endpoint: traversed[12]
- Worst-path clk slew: 70 ps
- Top cell excl fill/tap: nand2_1
- Worst path required time: 7250 ps
- Reg2reg setup slack: 3520 ps
- DR pass1 iterations: 6
- Global-route wire length before repair: between 30,000 and 40,000 microns
- IO buf count: 20
- Yosys stat area: 0.00881 sq mm
- HP Class: flop to flop
- FF-to-FF Start: modeArr[4]
- Pleak: 4.12 nW
- Area share, top type: 47.1%
- CTS tree: yes
- Cells after Synth: 924
- RSZ-0062 raised after global routing: no
- CORE AREA: 0.0288 sq mm
- Seq share, synth: 47.1%
- Crit path max-delay family: buffers and inverters
- Top Layout Cells: nand2_1 (170), dfrtp_1 (166), o21ai_0 (64), a21oi_1 (42), a22o_1 (41)
- GP Congestion: 0.929
- Status: complete, no violations
- Die Y: approximately 170 microns
- I/O Pins: 21
- Hold depth: 2
- Share of layout cells above drive strength 1: 11.7%
- CP max stage delay: 950 ps
- Largest net degree at the start of global routing: about 80
- Clk buf depth: 2
- Hold buffer count at cts: 0
- Clk sinks: 166
- Wire per inst: 18.3 microns
- Min-Delay Endpoint: traversed[11]
- Final setup fails: 0
- Buf/Inv on CP: 4
- Die X: 173 microns
- Fmax: 209 MHz
- Ys cells: 924
- Max-Cap Viols: 0
- Tightest Pin Transition: 860 ps
- Diodes inserted: 0
- Crit Path Category: input pin to flop
- Fin. Hold Viols: 0
- Die Size: 0.0301 sq mm
- Synth-to-layout area growth: 13.9%
- Post-route clock period utilization: 69.3%
- CTS Buf Count: 17
- Initial Util: 30.6%
- Hold path start: traversed[11]
- Post-DP HPWL: 15,800 microns
- Crit path arrival time: between 5000 and 6000 ps
- VDD IR-drop max: about 0.20 mV
- Post-route DRC: 0
- Slew margin rel.: 42.4%
- Clock network latency to the later pin of the worst-skew pair: 430 ps
- PD cells: 348 mW/mm^2
- Antenna violations before repair: 0
- Flops & latches, synth: 166
- Vias post-DR: approximately 7,200
- Setup TNS: 0 ps
- Crit-path cells: clkdlybuf4s50_1 > buf_4 > inv_1 > ha_1 > inv_1 > o221ai_1 > or3_1 > a311oi_4 > o21ai_2 > or4_1 > o21ai_2
- Final Critical Period: about 4800 ps
- First DRT Iteration DRCs: 731
- Worst-path maximum fanout: 16
- CTS root buffer: clkbuf_16
- DRT Wirelength: around 24,000 microns
- Main area contributors: dfrtp_1 (47%), nand2_1 (7.2%), mux2i_1 (4.1%)
- Vias per Instance: 5.50
- Overall routing resource usage: roughly 17%
- # rows: a little over 60
- Routed Antenna Nets: 0
- Final count of pins violating max slew: 0
- Avg Cell Area, Syn: 9.54 sq um
- Synth Warn #: 1
- Post-CTS Resized: 0
- Top_reg_cell synth: dfrtp_1
- Synth area leader: dfrtp_1
- H-tree lvl count: 4
- Vias in the first global route: 6,891
- Log Warnings: 28
- Startpoint Class: input pin
- Overall Power: 0.00349 W
- Flip-flops with a built-in enable: 0
- Post-Syn Area: 0.00881 sq mm
- Post-CTS setup buffer count: 0
- Worst setup EP type: flop
- GRT overflow: 0
- Slowest stage cell, crit path: clkdlybuf4s50_1
- Worst Skew: 8.97 ps
- Worst-case reg-to-reg path depth: 8
- Async SR Flop Fraction: 100%
==> worst reg2reg max path: cells and delay by family (launching register included) <==
family	cells	cell delay, ps
DFF	1	400
buffers and inverters	2	860
and+or+nand+nor	5	1570
AOI/OAI and AO/OA	1	420
==> kinds of logic after synthesis <==
| kind of cell | share of synthesized area, % |
|---|---|
| simple gates | 15.7 |
| compound gates | 21.9 |
| flops | 47.1 |
| buf+inv | 3.97 |
| mux | 9.84 |
| xor+xnor | 0.894 |
| fa+ha+maj | 0.568 |
==> worst max path at each step <==
stage	startpoint	end	cells past startpoint
4_1_cts	in[0]	traversed[47]	11
5_1_grt	in[0]	traversed[47]	11
6_report	in[0]	traversed[47]	11
==> per-stage QoR <==
step                instance area, sq um  instances  setup slack (ps)  hold WS, ps  utilization [%]
floorplan                           8810        924              3150          439                -
global placement                    9370       1281              1740          461             32.6
detailed placement                  9370       1281              1690          467             32.6
CTS                                10000       1313              2160          485             34.9
global route                       10000       1313              1930          508             34.9
finish                             10000       1313              2120          480             34.9
==> synthesized netlist by cell type, types with 7 or more instances <==
| cell | count |
|---|---|
| nand2_1 | 170 |
| dfrtp_1 | 166 |
| o21ai_0 | 65 |
| clkbuf_1 | 45 |
| a21oi_1 | 42 |
| a22o_1 | 41 |
| mux2i_1 | 36 |
| nor2_1 | 35 |
| o31ai_1 | 32 |
| o21ai_1 | 30 |
| mux2_2 | 24 |
| nor4_1 | 23 |
| inv_1 | 22 |
| nor3_1 | 17 |
| nand3_1 | 15 |
| o22ai_1 | 12 |
| buf_2 | 10 |
| mux4_2 | 9 |
| o21ai_2 | 9 |
| a211oi_1 | 7 |
| nand2b_1 | 7 |
==> cell type report <==
class	instances	area (sq um)
clock inverter	15	238
fill	2852	18700
clock buffer	17	425
tap	384	480
inverter	22	82.6
timing repair buffer	35	314
multi-input combinational	674	4340
sequential	166	4150
==> metal layers <==
layer / vias up / global-route usage, % / share of wire (%)
met5: - / 0 / 0
met4: 0 / 3.32 / 2.1
met3: 36 / 3.42 / 6.4
met2: 246 / 24.1 / 45
met1: 3554 / 27.1 / 46
li1: 3387 / - / -
==> registers in the layout, summed over array words and instances (netlist names) <==
register and cells:
traversed 64, out_valid 1, modeArr 40, map 54
proc 1, out 6
==> report_power, final <==
part           leakage [nW]  switching (W)  internal (W)
registers              1.93       0.000401       0.00119
clock network         0.323       0.000421      0.000653
logic                  1.86       0.000446      0.000378
total                  4.12        0.00127       0.00222
Power is estimated from default activity; no workload was simulated.
