--- design.v ---
module BTN_ctrl(
	input clk,
	input BTN_SOUTH,
	input BTN_NORTH,
	input BTN_EAST,
	input BTN_WEST,
	output reg [1:0] stat,
	output reg dec,
	output reg inc
);
	parameter mili=50000;
	parameter hold=100*mili;
	wire rst=BTN_SOUTH;
	wire onclick=|{BTN_EAST,BTN_NORTH,BTN_WEST};
	integer cnt;
	always@(posedge clk, posedge rst)
		if(rst)
			{stat,dec,inc,cnt}<=0;
		else if(onclick)
			if(cnt<hold)cnt<=cnt+1;
			else if(cnt==hold)begin
				if(BTN_EAST&&stat==0){dec,inc}<=2'b01;
				else if(BTN_WEST&&stat==0){dec,inc}<=2'b10;
				else case(stat)
				0:stat<=1;
				1:stat<=2;
				2:stat<=1;
				default:stat<=2;
				endcase
				cnt<=cnt+1;
			end else begin
				cnt<=cnt;
				{dec,inc}<=0;
			end
		else cnt<=0;
endmodule
module LCD_module(
	input rst,
	input clk,
	input[16*8-1:0] rowA,
	input[16*8-1:0] rowB,
	output LCD_E,
	output LCD_RS,
	output LCD_RW,
	output[3:0] LCD_D
);
	reg inited;
	reg init_e,init_rs,init_rw;
	reg text_e,text_rs,text_rw;
	reg[3:0] init_d,text_d;
	wire[6:0] tCnt;
	reg[30:0] init_cnt,text_cnt;
	reg[3:0] icode,tcode;
	assign tCnt=text_cnt[23:17];
	assign LCD_E=inited?text_e:init_e;
	assign LCD_RS=inited?text_rs:init_rs;
	assign LCD_RW=inited?text_rw:init_rw;
	assign LCD_D=inited?text_d:init_d;
	wire [12*4-1:0] cmdLine=48'h333228060c01;
	always@(posedge clk,posedge rst)
		if(rst)begin
			init_e<=0;
			init_rs<=0;
			init_rw<=1;
			inited<=0;
			init_d<=0;
			init_cnt<=0;
			icode<=0;
		end else if(!inited)begin
			init_rs<=0;
			init_rw<=0;
			init_e<=init_cnt[19];
			init_cnt<=(init_cnt[23:20]<12)?init_cnt+1:init_cnt;
			init_d<=icode;
			case(init_cnt[23:20])
			0:icode<=4'h3;
			1:icode<=4'h3;
			2:icode<=4'h3;
			3:icode<=4'h2;
			4:icode<=4'h2;
			5:icode<=4'h8;
			6:icode<=4'h0;
			7:icode<=4'h6;
			8:icode<=4'h0;
			9:icode<=4'hC;
			10:icode<=4'h0;
			11:icode<=4'h1;
			default:
			{init_rw,inited}<=2'b11;
			endcase
		end
	always@(posedge clk, posedge rst)
		if(rst)begin
			text_e<=0;
			text_rs<=0;
			text_rw<=0;
			text_d<=0;
			text_cnt<=0;
			tcode<=0;
		end else if(inited)begin
			text_rs<=1;
			text_rw<=0;
			text_e<=text_cnt[16];
			text_cnt<=(text_cnt[23:17]<68)?text_cnt+1:0;
			text_d<=tcode;
			if(tCnt==0)
				{text_rs,text_rw,tcode}<=6'b001000;
			else if(tCnt==1)
				{text_rs,text_rw,tcode}<=0;
			else if(tCnt<2+32)
				tcode<=rowA[(33-tCnt)*4+:4];
			else if(tCnt==2+32+0)
				{text_rs,text_rw,tcode}<=6'b001100;
			else if(tCnt==2+32+1)
				{text_rs,text_rw,tcode}<=0;
			else if(tCnt<2+32+2+32)
				tcode<=rowB[(67-tCnt)*4+:4];
			else
				{text_rs,text_rw,tcode}<=6'b010000;
		end
endmodule
module LED_ctrl(
	input isOver,
	input clk,
	input rst,
	output [7:0] LED
);
reg [23:0] cnt;
always@(posedge clk,posedge rst)
begin
	if(rst)
	cnt<=0;
	else if(isOver)
	cnt<=cnt+1;
	else
	cnt<=0;
end
assign LED = (cnt[23]==1)? 7'b1111111:0;
endmodule
module TIMER(
	input clk,
	input BTN_SOUTH,
	input BTN_WEST,
	input BTN_NORTH,
	input BTN_EAST,
	input[3:0] SW,
	output [7:0] LED,
	output LCD_E,
	output LCD_RS,
	output LCD_RW,
	output[3:0] LCD_D
);
	parameter mili=50000;
	parameter sec=1000*mili;
	reg[16*8-1:0] rowA,rowB;
	reg isOver;
	wire rst=BTN_SOUTH;
	wire[1:0] stat;
	wire dec,inc;
	LCD_module lcd(
		.rst(BTN_SOUTH),
		.clk(clk),
		.LCD_E(LCD_E),
		.LCD_RS(LCD_RS),
		.LCD_RW(LCD_RW),
		.LCD_D(LCD_D),
		.rowA(rowA),
		.rowB(rowB)
	);
	BTN_ctrl btn(
		.clk(clk),
		.BTN_SOUTH(BTN_SOUTH),
		.BTN_NORTH(BTN_NORTH),
		.BTN_WEST(BTN_WEST),
		.BTN_EAST(BTN_EAST),
		.stat(stat),
		.dec(dec),
		.inc(inc)
	);
	LED_ctrl LED_control(
	.clk(clk),
	.rst(rst),
	.LED(LED),
	.isOver(isOver)
	);
	reg[127:0] origLine;
	reg[3:0] minA,minB,secA,secB;
	wire[7:0] zero="0";
	integer cnt;
	always@(posedge clk, posedge rst)
		if(rst)begin
			rowA<={16{" "}};
			rowB<={16{" "}};
			cnt<=0;
			{minA,minB,secA,secB}<=0;
			isOver<=0;
		end else begin
			case(stat)
			0:begin
				origLine<={"TIME ",zero+minA,zero+minB,":",zero+secA,zero+secB,{6{" "}}};
				case(SW)
				4'b0001:begin
					if(secB+inc-dec==10) secB<=0;
					else if(secB+inc-dec>9)secB<=9;
					else secB<=secB+inc-dec;
				end 4'b0010:begin
					if(secA+inc-dec==6) secA<=0;
					else if(secA+inc-dec>5)secA<=5;
					else secA<=secA+inc-dec;
				end 4'b0100:begin
					if(minB+inc-dec==10) minB<=0;
					else if(minB+inc-dec>9)minB<=9;
					else minB<=minB+inc-dec;
				end 4'b1000:begin
					if(minA+inc-dec==6) minA<=0;
					else if(minA+inc-dec>5)minA<=5;
					else minA<=minA+inc-dec;
				end 4'b0000: {minA,minB,secA,secB}<={minA,minB,secA,secB};
				default: {minA,minB,secA,secB}<={minA,minB,secA,secB}; 
				endcase
			end 1:begin
				rowB<=origLine;
				if(cnt<sec)cnt<=cnt+1;
				else begin
					cnt<=0;
					if(&{!minA,!minB,!secA,!secB}) isOver<=1;
					else if(secB>0) secB<=secB-1;
					else begin
						secB<=9;
						if(secA>0) secA<=secA-1;
						else begin
							secA<=5;
							if(minB>0) minB<=minB-1;
							else begin
								minB<=9;
								minA<=minA-1;
							end
						end
					end
				end
			end default: begin
			end endcase
			rowA[127:8*11]<={zero+minA,zero+minB,":",zero+secA,zero+secB};
			if(isOver)begin
				if(cnt<500*mili)begin
					rowA[8*11-1:0]<={11{" "}};
					cnt<=cnt+1;
				end else if(cnt<sec)begin
					rowA[8*11-1:0]<=" Time's UP!";
					cnt<=cnt+1;
				end else cnt<=0;
			end else if(secB!=5&&secB!=0)
				rowA[8*11-1:0]<={11{" "}};
			else
				rowA[8*11-1:0]<="FIVE <3 OWO";
		end
endmodule
--- run.sh ---
#!/bin/bash
# OpenROAD 26Q1-2900-gdf79404cd8, Yosys 0.63+post, stock flow scripts
make -C /OpenROAD-flow-scripts/flow DESIGN_CONFIG=/design/flow/config.mk WORK_HOME=/design/flow/orfs finish
--- config.mk ---
export PLATFORM = sky130hd
export DESIGN_NAME = TIMER
export DESIGN_NICKNAME = TIMER
export VERILOG_FILES = /design/flow/design.v
export SDC_FILE = /design/flow/constraint.sdc
export NUM_CORES = 4
export LEC_CHECK = 1
export CORE_UTILIZATION = 40
--- constraint.sdc ---
current_design TIMER

set clk_period 6.3
set clk_io_pct 0.2

create_clock -name clk0 -period $clk_period [get_ports {clk}]

set non_clock_inputs [all_inputs -no_clocks]
set_input_delay [expr $clk_period * $clk_io_pct] -clock clk0 $non_clock_inputs
set_output_delay [expr $clk_period * $clk_io_pct] -clock clk0 [all_outputs]
==> run notes <==
Notes on the flow outputs.

- The run finished with clean final reports.
- The gate count of the mapped netlist reads 1344.
- The relative max-transition margin is 44.5%.
- The width of the chip is 182 um.
- In this run the most critical hold path is launched from minB[1].
- The hold path depth reads 0.
- The number of synthesized register bits reads 236.
- The cell area that synthesis handed to floorplanning was 0.0130 mm^2.
- The sort of element at the start of the critical path is a flip-flop.
- The worst setup path is of the flip-flop to flip-flop kind.
- The total wirelength of the detailed-routed design reads 26.3 mm.
- Per the CTS log, the buffer count on the longest clock path is 3.
- The clock period could shrink to 3.30 ns.
- The layout overhead on the synthesized area is 12.1%.
- The leakage dissipation is 6.33 nW.
- The overall chip area reads 0.0333 mm^2.
- The number of DRC markers in iteration 0 reads 570.
- The critical register-to-register path startpoint reads lcd.text_cnt[18].
- The number of primary I/O pins is 24.
- The endpoint required time on the critical path is 6.76 ns.
- The signal on the critical path passes through buf_4, inv_1, ha_1, nand2_1, o211a_1, a21oi_1, a21oi_1, mux4_2, nor3_1, a211o_1.
- In this design, the stage delay of the slowest critical-path cell is 0.87 ns.
- The initial antenna violation count is 0.
- The maximum clock skew at final layout reads 0.0231 ns.
- The max-slew violation total from the final report reads 0.
- Yosys reports that the most numerous cell types are sky130_fd_sc_hd__dfrtp_1 (215), sky130_fd_sc_hd__nor2_1 (134), sky130_fd_sc_hd__nand2_1 (123).
- The endpoint arrival time on the critical path is 3.76 ns.
- The layout cell share with drive strength beyond 1 reads 8.73%.
- The tally of unique sky130hd cells used after synthesis is 81.
- The total clock sinks reads 236.
- The worst register-to-register path has a setup slack of 3.00 ns.
- The remaining antenna violation count reads 0.
- The family with the most delay on the worst path reads adder cells.
- The HPWL after detailed placement is 17.7 mm.
- The worst-case hold path end point is rowA[113].
- The maximum number of pins on one net before global-route repair is 89.
- The H-tree level count reads 1.
- The worst reg-to-reg path cell count is 10.
- The final number of setup-violating endpoints is 0.
- The cell accounting for the most synthesized area reads sky130_fd_sc_hd__dfrtp_1.
- After synthesis, flip-flops and latches occupy 46.0% of the total area.
- The number of DRC violations after detailed routing is 0.
- The worst-case IR drop observed on VDD is 0.000199 V.
- The total tool warning count is 45.
- The die is 182 um tall.
- Overall routing resource usage recorded by global route was 16.9%.
- As logged by OpenROAD, the buffers inserted on ports number 22.
- The total count of hold-check failures in the final report reads 0.
- The number of buffers inserted by post-CTS setup repair is 0.
- The number of CTS-inserted buffers reads 27.
- The reg-to-reg critical path endpoint reads lcd.tcode[1].
- The timing report notes that buffer and inverter cells on the critical path total 2.
- The number of core rows is 65.
- The commonest register cell is sky130_fd_sc_hd__dfrtp_1.
- The number of global-route vias before repair was 9000.
- The most frequent cell after synthesis is sky130_fd_sc_hd__dfrtp_1.
- The hold buffer count at CTS is 0.
- The worst setup path is captured at a flip-flop.
- The clock insertion delay at the later pin of the skew report is 0.54 ns.
- Counting flops with a built-in enable in the synthesized netlist gives 16.
- The number of standard cells reported by yosys is 1344.
- The critical path's most frequent cell is sky130_fd_sc_hd__a21oi_1.
- The total negative slack for setup checks is 0 ns.
- The length of the first detailed-routing pass in iterations reads 4.
- The via count reads 9468.
- The TritonCTS clock tree is built.
- The post-synthesis average cell area is 9.69 um^2.
- In this run the worst hold path is classified as flip-flop to flip-flop.
- For reference, the top cells by area after synthesis are sky130_fd_sc_hd__dfrtp_1 (41%), sky130_fd_sc_hd__ha_1 (4.5%), sky130_fd_sc_hd__xnor2_1 (4.2%).
- The wire length of the first global-routing pass is 45.2 mm.
- The area of the core is 0.0318 mm^2.
- Per the GRT congestion report, total overflow comes to 0.
- The count of antenna diodes in the layout reads 0.
- Warnings reported by Yosys during synthesis add up to 4.
- The placement summary gives the final routability congestion estimate as 0.917.
- The post-cts gate resize count is 0.
- The transition at the pin with the smallest max-transition slack reads 0.811 ns.
- The yosys synthesis chip area is 0.0130 mm^2.
- The starting density of the core is 41.0%.
- The synthesis report gives the async set-or-reset register share as 93.2%.
- Of all nets on the critical path, the largest fanout is 35.
- After detailed routing, the number of vias per cell comes to 5.23.
- The slowest cell on the critical path is sky130_fd_sc_hd__ha_1.
- The CTS root buffer is sky130_fd_sc_hd__clkbuf_16.
- Setup repair after global routing left no endpoint under its margin.
- The clock-pin transition on the worst setup and hold timing paths is 0.07 ns.
- The highest clock frequency the design can meet is 303 MHz.
- The portion of the clock cycle consumed by the worst path in the final layout is 52.3%.
- The final worst hold slack is 0.446 ns.
- The max-cap check violation count is 0.
- The total power per unit cell area reads 226 mW/mm^2.
- The share of Yosys cell area claimed by the top area cell type reads 41.3%.
- The average detailed-routed wire length per instance is 14.5 um.
cells by family (layout without fill, tap and decap cells):
| group | Yosys count | after routing | share of synthesized area (%) |
|---|---|---|---|
| adder cells (fa/ha/maj) | 51 | 51 | 5.13 |
| multiplexers | 53 | 53 | 4.79 |
| AND/OR/NAND/NOR | 512 | 512 | 19.5 |
| XOR/XNOR | 122 | 122 | 8.20 |
| flip-flops | 236 | 236 | 46.0 |
| buffers and inverters | 113 | 143 | 3.58 |
| other | 2 | 2 | 0.0577 |
| AND-OR/OR-AND | 255 | 255 | 12.8 |
layout make-up:
class / count / area (um^2)
clock buffers: 36 / 749
well taps: 435 / 544
flip-flops and latches: 236 / 5990
clock inverters: 14 / 181
fillers: 2924 / 17200
inverters: 54 / 206
repair buffers: 39 / 360
multi-input cells: 995 / 6570
metrics by stage:
step | power (W) | instance area [um^2] | worst slack [ns] | utilization [%] | instances
after floorplan | 0.00166 | 13000 | 2.18 | - | 1344
after global placement | 0.00170 | 13700 | 2.79 | 43.0 | 1759
after detailed placement | 0.00170 | 13700 | 2.74 | 43.0 | 1759
after CTS | 0.00335 | 14600 | 2.97 | 45.9 | 1809
after global routing | 0.00342 | 14600 | 2.74 | 45.9 | 1809
final | 0.00330 | 14600 | 3.00 | 45.9 | 1809
metal layers:
layer / GRT usage, % / wire [um] / up-vias
li1: - / - / 4762
met1: 28.0 / 13600 / 4521
met2: 24.7 / 11200 / 139
met3: 2.18 / 864 / 46
met4: 3.46 / 601 / 0
met5: 0 / 0 / -
how the worst max path moves through the flow:
stage | cells after the start | endpoint | from
after CTS | 3 | LCD_E | lcd.inited
after global routing | 10 | lcd.tcode[1] | lcd.text_cnt[18]
final | 10 | lcd.tcode[1] | lcd.text_cnt[18]
power by group:
part / internal [W] / total (W) / switching (W)
logic: 0.0000309 / 0.000106 / 0.0000754
clock network: 0.000999 / 0.00163 / 0.000627
registers: 0.00154 / 0.00157 / 0.0000219
total: 0.00257 / 0.00330 / 0.000724
flip-flops by register name, summed over array words and instances (netlist names), 16 cells and up:
register	flops
LED_control.cnt	24
btn.cnt	32
origLine	16
lcd.rowB	18
rowA	22
lcd.text_cnt	24
cnt	32
lcd.init_cnt	24
worst reg2reg max path, cell delays in order (launching register included):
cell,delay (ns)
sky130_fd_sc_hd__dfrtp_1,0.33
sky130_fd_sc_hd__buf_4,0.36
sky130_fd_sc_hd__inv_1,0.35
sky130_fd_sc_hd__ha_1,0.88
sky130_fd_sc_hd__nand2_1,0.10
sky130_fd_sc_hd__o211a_1,0.16
sky130_fd_sc_hd__a21oi_1,0.13
sky130_fd_sc_hd__a21oi_1,0.08
sky130_fd_sc_hd__mux4_2,0.52
sky130_fd_sc_hd__nor3_1,0.19
sky130_fd_sc_hd__a211o_1,0.13
cell usage in the layout, fill, tap and decap left out, types with 8 or more instances in the layout:
cell                              count
sky130_fd_sc_hd__mux2i_1             14
sky130_fd_sc_hd__ha_1                47
sky130_fd_sc_hd__xnor2_1             63
sky130_fd_sc_hd__and3_1              28
sky130_fd_sc_hd__clkdlybuf4s50_1     22
sky130_fd_sc_hd__o211ai_1            14
sky130_fd_sc_hd__mux2_2              34
sky130_fd_sc_hd__dfrtp_1            215
sky130_fd_sc_hd__clkbuf_16           27
sky130_fd_sc_hd__or3_1               18
sky130_fd_sc_hd__edfxtp_1            16
sky130_fd_sc_hd__buf_4               16
sky130_fd_sc_hd__xor2_1              59
sky130_fd_sc_hd__a21oi_1             66
sky130_fd_sc_hd__a21o_1              15
sky130_fd_sc_hd__nor4_1              13
sky130_fd_sc_hd__nand2b_1            10
sky130_fd_sc_hd__nor3_1              26
sky130_fd_sc_hd__nand3_1             59
sky130_fd_sc_hd__nor2_1             134
sky130_fd_sc_hd__a31oi_1             10
sky130_fd_sc_hd__and4_1               8
sky130_fd_sc_hd__inv_1               52
sky130_fd_sc_hd__nor2b_1             14
sky130_fd_sc_hd__a21boi_0             8
sky130_fd_sc_hd__nand2_1            123
sky130_fd_sc_hd__nand4_1             23
sky130_fd_sc_hd__and2_1              30
sky130_fd_sc_hd__o21ai_0             60
No activity file was given, so power comes from the tool's default toggle rates.
